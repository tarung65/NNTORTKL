==> /design/flow/design.v <==
`timescale 1ns / 1ps
module qmult(
    input [N-1:0] a,
    input [N-1:0] b,
    output [N-1:0] c
    );
	wire [2*N-1:0] a_ext;
	wire [2*N-1:0] b_ext;
	wire [2*N-1:0] r_ext;
	reg [2*N-1:0] a_mult;
	reg [2*N-1:0] b_mult;
	reg [2*N-1:0] result;
	reg [N-1:0] retVal;
	parameter Q = 15;
	parameter N = 32;
	qtwosComp #(Q,N) comp_a (a[30:0], a_ext);
	qtwosComp #(Q,N) comp_b (b[30:0], b_ext);
	qtwosComp #(Q,N) comp_r (result[N-2+Q:Q], r_ext);
	assign c = retVal;
	always @(a_ext,b_ext)
	begin
		if(a[N-1] == 1)
			a_mult <= a_ext;
		else
			a_mult <= a;
		if(b[N-1] == 1)
			b_mult <= b_ext;
		else
			b_mult <= b;		
	end 
	always @(a_mult,b_mult)
	begin
		result <= a_mult * b_mult;
	end;
	always @(result,r_ext)
	begin		
		if((a[N-1] == 1 && b[N-1] == 0) || (a[N-1] == 0 && b[N-1] == 1)) begin
			retVal[N-1] <= 1;
			retVal[N-2:0] <= r_ext[N-2:0];
		end
		else begin
			retVal[N-1] <= 0;
			retVal[N-2:0] <= result[N-2+Q:Q];
		end
	end
endmodule
`timescale 1ns / 1ps
module qtwosComp(
    input [N-2:0] a,
    output [2*N-1:0] b
    );
	reg [2*N-1:0] data;
	reg [2*N-1:0] flip;
	reg [2*N-1:0] out;
	parameter Q = 15;
	parameter N = 32;
	assign b = out;
	always @(a)
	begin
		data <= a;		 
	end
	always @(data)
	begin
		flip <= ~a;
	end
	always @(flip)
	begin
		out <= flip + 1;
	end
endmodule
==> /design/flow/run.sh <==
#!/bin/bash
# OpenROAD 26Q1-2900-gdf79404cd8, Yosys 0.63+post, stock flow scripts
make -C /OpenROAD-flow-scripts/flow DESIGN_CONFIG=/design/flow/config.mk WORK_HOME=/design/flow/orfs finish
==> /design/flow/config.mk <==
export PLATFORM = sky130hd
export DESIGN_NAME = qmult
export DESIGN_NICKNAME = qmult
export VERILOG_FILES = /design/flow/design.v
export SDC_FILE = /design/flow/constraint.sdc
export NUM_CORES = 4
export LEC_CHECK = 1
export CORE_UTILIZATION = 40
==> /design/flow/constraint.sdc <==
current_design qmult

set clk_period 32.4
set clk_io_pct 0.2

create_clock -name clk0 -period $clk_period

set non_clock_inputs [all_inputs -no_clocks]
set_input_delay [expr $clk_period * $clk_io_pct] -clock clk0 $non_clock_inputs
set_output_delay [expr $clk_period * $clk_io_pct] -clock clk0 [all_outputs]
==> results.json <==
{
  "core_um2": 83800,
  "drt-initial-drc-count": 1291,
  "grt_overflow": 0,
  "antenna_left": 0,
  "tightest_slew_ns": 0.933,
  "outcome": "complete, no violations",
  "cap_violations": 0,
  "setup_violations": 0,
  "cp_slowest_cell": "xnor2_1",
  "antenna_found_initial": 4,
  "holdCritPathClass": "in -> out",
  "ys_seq_share_pct": 0,
  "synth.distinct_cells": 75,
  "post-cts-setup-buffers": 0,
  "yosysTopAreaCell": "fa_1",
  "grt_usage_pct": 29.4,
  "syn_inst": 3977,
  "rsz0062_at_grt": "no",
  "timing.final.crit_share_pct": 79.8,
  "postCtsHoldBufs": 0,
  "drive_gt1_share_pct": 5.12,
  "setup_slack_ns": 6.53,
  "vias": 26500,
  "syn_area_per_cell_um2": 8.55,
  "die-area_um2": 86200,
  "die_w_um": 294,
  "wl_per_cell_um": 21.9,
  "min_path_cells": 7,
  "viasPerCell": 5.15,
  "grt_pass1_wl_um": 174000,
  "area_leaders": "fa_1, inv_1, ha_1",
  "relSlewSlack_pct": 37.4,
  "dpl.hpwl_um": 95300,
  "dpl_worst_slack_ns": 6.67,
  "arrival_ns": 19.39,
  "row_count": 106,
  "grt_max_degree": 43,
  "dr.pass1.iters": 5,
  "area_growth_pct": 8.59,
  "cts_resized": 0,
  "syn_area_um2": 34000,
  "io_buffer_count": 96,
  "finalSetupTns_ns": 0,
  "slowest_delay_ns": 0.72,
  "drc": 0,
  "end_kind": "primary output",
  "slew_violations": 0,
  "grt_pass1_vias": 27800,
  "synth_top_area_share_pct": 53.2,
  "seq_cells": 0,
  "tool_warnings": 32,
  "synth_warnings": 2,
  "finalWorstPathRequiredPeriod_ns": 25.87,
  "start_kind": "primary input",
  "fmax_mhz": 38.7,
  "routabilityCongestion": 1.04,
  "routed_wl_um": 113000,
  "area.sequential_um2": 0,
  "yosysCellCount": 3977,
  "initCoreUtil_pct": 40.6,
  "whs_ns": 14.33,
  "cpMostUsedCell": "fa_1",
  "nClkBuffers": 0,
  "cp.required_ns": 25.92,
  "io_pins": 96,
  "yosys-stat-area_um2": 34000,
  "crit_fanout": 31,
  "chipHeight_um": 294,
  "final_hold_viol_count": 0,
  "crit_type": "in -> out"
}
## layout make-up
cell class | count | area [µm²]
well taps | 1134 | 1420
fillers | 8274 | 46900
multi-input cells | 2796 | 29800
diodes | 1 | 2.50
repair buffers | 222 | 1900
inverters | 1003 | 3760
## cell usage in the layout (no fill, tap or decap), drive strengths merged, types with 14 or more instances in the layout
master / n
a21oi: 38
xor2: 74
nand2: 570
o41ai: 20
and2: 15
or3: 17
clkdlybuf4s50: 94
ha: 202
nor3: 14
inv: 1002
buf: 128
or2: 16
fa: 904
a21o: 22
nand3: 15
nor2: 503
o21ai: 35
xnor2: 171
o31ai: 28
## final timing paths
kind,startpoint,to
setup / recovery,b[0],c[30]
hold / removal,b[31],c[18]
## synth_stat cells (4+ instances only)
master,number
xnor2_1,169
o21ai_0,31
o31ai_1,25
or3_1,17
fa_1,904
buf_1,9
nor2b_1,12
inv_1,1002
and2_1,15
and3_1,5
a21oi_1,38
o21ai_1,4
a21o_1,22
mux2i_1,8
o21a_1,9
o211ai_1,6
nor2_1,502
nand4_1,9
a31oi_1,12
a31o_2,5
o41ai_2,4
a41oi_1,6
nand2b_1,6
nor3_1,13
o31a_1,5
or2_2,14
nand2_1,570
xnor3_1,5
a211oi_1,7
o41ai_1,15
ha_1,202
clkbuf_1,167
or4_1,5
xor2_1,72
o21bai_1,6
nand3_1,15
## logic make-up after synthesis
group | synth area share [%]
simple gates | 14.3
buf+inv | 13.1
fa+ha+maj | 60.7
xor+xnor | 6.73
compound gates | 4.91
mux | 0.269
## routing by layer
layer	up-vias	share of wire, %	GRT usage, %
met5	-	0.0080	0
met4	2	5.5	12.0
met3	262	12	13.3
met2	1197	46	43.5
met1	13500	37	38.9
li1	11600	-	-
## metrics by stage
| stage | area (µm²) | util, % | cells |
|---|---|---|---|
| global route | 36900 | 44.0 | 5156 |
| detailed placement | 36900 | 44.0 | 5155 |
| global placement | 36900 | 44.0 | 5155 |
| floorplan | 34000 | - | 3977 |
| CTS | 36900 | 44.0 | 5155 |
| finish | 36900 | 44.0 | 5156 |
## worst max-delay path: cells and delay by family
| kind | cells | cell delay (ns) |
|---|---|---|
| AND-OR/OR-AND | 10 | 3.16 |
| adder cells (fa/ha/maj) | 11 | 5.26 |
| AND/OR/NAND/NOR | 4 | 1.13 |
| buffers and inverters | 9 | 2.15 |
| XOR/XNOR | 2 | 1.13 |
