File: flow/config.mk
export PLATFORM = sky130hd
export DESIGN_NAME = qadd
export DESIGN_NICKNAME = qadd
export VERILOG_FILES = /design/flow/design.v
export SDC_FILE = /design/flow/constraint.sdc
export NUM_CORES = 4
export LEC_CHECK = 1
export CORE_UTILIZATION = 50
File: flow/constraint.sdc
current_design qadd

set clk_period 19.4
set clk_io_pct 0.2

create_clock -name clk0 -period $clk_period

set non_clock_inputs [all_inputs -no_clocks]
set_input_delay [expr $clk_period * $clk_io_pct] -clock clk0 $non_clock_inputs
set_output_delay [expr $clk_period * $clk_io_pct] -clock clk0 [all_outputs]
File: flow/design.v
`timescale 1ns / 1ps
module qadd(
    input [N-1:0] a,
    input [N-1:0] b,
    output [N-1:0] c
    );
	parameter Q = 15;
	parameter N = 32;
reg [N-1:0] res;
assign c = res;
always @(a,b)
begin
	if(a[N-1] == 1 && b[N-1] == 1) begin
		res[N-1] = 1;
		res[N-2:0] = a[N-2:0] + b[N-2:0];
	end
	else if(a[N-1] == 0 && b[N-1] == 0) begin
		res[N-1] = 0;
		res[N-2:0] = a[N-2:0] + b[N-2:0];
	end
	else if(a[N-1] == 0 && b[N-1] == 1) begin
		if(a[N-2:0] > b[N-2:0])
			res[N-1] = 1;
		else
			res[N-1] = 0;
		res[N-2:0] = a[N-2:0] - b[N-2:0];
	end
	else begin
		if(a[N-2:0] < b[N-2:0])
			res[N-1] = 1;
		else
			res[N-1] = 0;
		res[N-2:0] = b[N-2:0] - a[N-2:0];
	end
end
endmodule
File: flow/run.sh
#!/bin/bash
# OpenROAD 26Q1-2900-gdf79404cd8, Yosys 0.63+post, stock flow scripts
make -C /OpenROAD-flow-scripts/flow DESIGN_CONFIG=/design/flow/config.mk WORK_HOME=/design/flow/orfs finish
==> run summary <==
impl run done, here's what came out: CLK BUF 0, Crit path buffers/inverters 3, Final Hold Fails 0, status complete, no violations, Final WS setup 7.98 ns, Top area cell types ha_1, a21oi_1, inv_1, initial antenna violation count 0, I/O Pins 96, Pre-Place Util 0.513, Area Overhead vs Synth 20.1%, layout cell share with drive strength beyond 1 0.0400, multi-input logic area 4460 um2, Fin Setup TNS 0 ns, Worst Path Required 15.52 ns, dpl cell area 5970 um2, WL final 18.1 mm, post-DP HPWL 15.0 mm, Leak 2.56 nW, fillers 911, ys cells 762, post-synth top area cell ha_1, HP Start b[30], worst-path cell chain clkdlybuf4s50_1 > nand2_1 > nand2_1 > buf_4 > and3_1 > a31oi_1 > o32ai_1 > nor3_2 > xnor2_1 > clkdlybuf4s50_1, DR WL/cell 18.9 um, pin count of the biggest net entering global routing 23, RePlAce Congestion 1.07, yosys stat area 4970 um2, Tmin final 11.42 ns, Slew @ Worst Pin 0.726 ns, row count 36, worst-case vdd ir drop 0.0224 mV, stage-log warning count 93, mean post-synth cell area 6.52 um2, max incr delay on CP 0.82 ns, post_cts resized 0, Slew Limit Fails 0, crit-path max FO 16, CP top delay family buffers and inverters, XOR Share, Synth 0.0511, Synth top area share 0.229, Synth top cells by count a21oi_1, ha_1, inv_1, nor2_1, o21ai_0, area fraction in and, or, nand and nor cells 0.188, pre-CTS setup slack 8.11 ns, final period utilization 0.588, Flops 0, worst rel slew slack 0.513, Antenna Nets Post-Route 0, CP Capture Type primary output, fmax 0.0876 GHz, number of global-route vias before repair 5412, Final setup violation count 0, PortBufs 96, die width 102 um, drt via density 6.23, sequential area share after synthesis 0, Final Core Density 0.616, post-layout instance area 5970 um2, Min Hold Slack 8.88 ns, ao+oa area frac 0.406, startpoint types primary input, first-pass GRT wire length 28.2 mm, postcts setup bufs 0, crit path max-delay cell type clkdlybuf4s50_1, DRT Pass-1 Iters 42, Initial DRC Count 508, MaxCap Viol Count 0, CP arrival 7.54 ns, CTS Hold Bufs 0, total number of vias 5971, FF/Latch Area 0 um2, main logic family after synthesis AND-OR/OR-AND gates, DRC Markers 0, core footprint 9680 um2, gr usage total 0.354, MUX area fraction 0.0101, Synth cell types 74, Worst Setup SP a[31], hold path endpoint c[30], Diodes inserted 0, most frequent cell after synthesis a21oi_1, Adder Area Share 0.241, Pwr per Cell Area 35.4 nW/um2, HP Class primary input to primary output, Die Area 10300 um2, Congestion Overflow GR 0, Die Y 102 um, Hold Path Depth 5, Post-Synthesis Cells 762, Ys Warns 1, crit path kind primary input to primary output, Post-Syn Area 4970 um2, RSZ-0062 raised after global routing false
[cells in the final DEF (no fill, tap or decap), types with 9 or more instances in the layout]
cell,count
nand2_1,47
o211ai_1,10
nor2_1,70
nor3_1,17
a211oi_1,21
a31oi_1,9
nand2b_1,11
ha_1,91
o21bai_1,15
xnor2_1,26
a21oi_1,110
inv_1,86
o21ai_0,52
o21ai_1,17
nand3_1,9
o31ai_1,11
clkdlybuf4s50_1,96
[how the worst max path moves through the flow]
stage / end / slack, ns / depth (start not counted)
after global routing: c[27] / 7.84 / 11
after CTS: c[27] / 8.10 / 11
final: c[27] / 7.98 / 10
[final cells by class]
type | count | share of cell area
Multi-Input combinational cell | 633 | 0.747
Timing Repair Buffer | 101 | 0.167
Inverter | 92 | 0.0579
Tap cell | 133 | 0.0279
[where the power goes]
part | switching [mW] | internal, mW | leakage [nW]
combinational | 0.116 | 0.0955 | 2.56
clock | 0 | 0 | 0
sequential | 0 | 0 | 0
total | 0.116 | 0.0955 | 2.56
[metrics by stage]
step / power (mW) / std cells
5_1_grt: 0.229 / 959
2_1_floorplan: 0.120 / 762
4_1_cts: 0.207 / 959
6_report: 0.211 / 959
3_3_place_gp: 0.206 / 959
3_5_place_dp: 0.206 / 959
[layer usage]
layer	wire, um	global-route usage	vias up
met5	0	0	-
met4	745	0.133	0
met3	1670	0.0476	62
met2	7720	0.543	376
met1	7980	0.503	2635
li1	-	-	2898
[kinds of logic (layout without fill, tap and decap cells)]
logic type | after synthesis | after routing
compound gates | 310 | 310
xor+xnor | 29 | 29
mux | 5 | 5
simple gates | 195 | 195
fa+ha+maj | 94 | 94
buf+inv | 129 | 193
No activity file was given, so power comes from the tool's default toggle rates.
